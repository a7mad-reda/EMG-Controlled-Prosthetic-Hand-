==> design/flow/design.v <==
module fifo
  #(
   parameter B=8,
             W=4
  )
  (
   input wire clk,reset,
   input wire rd, wr,
   input wire [B-1:0] w_data,
   output wire empty, full,
   output wire [B-1:0] r_data
  );
  reg [B-1:0] array_reg [2**W-1:0];  
  reg [W-1:0] w_ptr_reg, w_ptr_next ;
  reg [W-1:0] r_ptr_reg, r_ptr_next ;
  reg full_reg, empty_reg, full_next, empty_next;
  wire [W-1:0] w_ptr_succ, r_ptr_succ;
  wire wr_en;
  always@(posedge clk)
    if (wr_en)
        array_reg[w_ptr_reg] <= w_data ;
  assign r_data = array_reg[r_ptr_reg];
  assign wr_en = wr & ~full_reg;
always@(posedge clk, posedge reset)
  if (reset)
    begin 
      w_ptr_reg <= 0;
      r_ptr_reg <= 0;
      full_reg <= 1'b0;
      empty_reg <= 1'b1;
    end
  else
    begin
      w_ptr_reg <= w_ptr_next;
      r_ptr_reg <= r_ptr_next;
      full_reg <= full_next;
      empty_reg <= empty_next;
    end
  always@*
    begin
      w_ptr_next = w_ptr_reg;
      r_ptr_next = r_ptr_reg;
      full_next = full_reg;
      empty_next = empty_reg;
      case ({wr, rd})
        2'b01:  
          if(~empty_reg)
            begin
              r_ptr_next = r_ptr_succ;
              full_next = 1'b0;
              if (r_ptr_succ == w_ptr_reg)
                empty_next = 1'b1;
            end
        2'b10:  
          if (~full_reg)
            begin
              w_ptr_next = w_ptr_succ;
              empty_next = 1'b0;
              if (w_ptr_succ == r_ptr_reg)
                full_next = 1'b1;
            end
        2'b11:
          begin
            w_ptr_next = w_ptr_succ;
            r_ptr_next = r_ptr_succ;
          end
      endcase
    end
    assign w_ptr_succ = w_ptr_reg + 1;
    assign r_ptr_succ = r_ptr_reg + 1;
    assign full = full_reg;
    assign empty =empty_reg;
endmodule
module mod_m_counter
  #(
    parameter N=4,  
              M=10  
    )
    (
     input wire clk, reset,
     output wire max_tick,
     output wire [N-1:0] q
    );
    reg [N-1:0] r_reg;
    wire [N-1:0] r_next;
    always@(posedge clk, posedge reset)
      if (reset)
        r_reg <= 0;
      else
        r_reg <= r_next;
    assign r_next = (r_reg==(M-1)) ? 0 : r_reg + 1;
    assign q = r_reg;
    assign max_tick = (r_reg==(M-1)) ? 1'b1 : 1'b0;
endmodule 
module processing_unit
  #(
    parameter k=50,      
              k_th=3,    
              th_val=8'd75  
  )
  (
  input wire clk, reset,
  input wire sample_tick,  
  input wire [7:0] d,      
  output wire ctrl, wr
  );
  localparam [1:0]
    idle = 2'b00,
    read = 2'b01,
    compare = 2'b10;
  reg [1:0] state_reg, state_next;
  reg [5:0] cmp_succ_reg, cmp_succ_next;
  reg [5:0] n_reg, n_next;
  reg [7:0] s_reg;
  reg ctrl_reg, ctrl_next;
  reg wr_reg, wr_next;
  always@(posedge clk, posedge reset)
    if (reset)
      begin
        state_reg <= idle;
        cmp_succ_reg <= 0;
        n_reg <= 0;
        s_reg <= 8'b0;
        ctrl_reg <= 0;
        wr_reg <= 0;
      end
    else
      begin
        state_reg <= state_next;
        ctrl_reg <= ctrl_next;
		  s_reg <= d;
        wr_reg <= wr_next;
        cmp_succ_reg <= cmp_succ_next;
        n_reg <= n_next;
      end
  always@*
    begin
      state_next = state_reg;
      cmp_succ_next = cmp_succ_reg;
      n_next = n_reg;
      ctrl_next = ctrl_reg;
      wr_next = 0;
      case(state_reg)
        idle:
          begin
            cmp_succ_next = 0;
            n_next = 0;
            if(sample_tick)
              begin
                wr_next = 0;
                state_next = read;
              end
          end
        read:
          if(sample_tick)
            if(n_reg==k)
              state_next = compare;
            else 
              begin
                n_next = n_reg + 1;
                if(s_reg > th_val)
                  cmp_succ_next = cmp_succ_reg + 1;
              end
        compare:
          if(sample_tick)
            if(cmp_succ_reg >= k_th)
            begin
              ctrl_next = 1;
              wr_next = 1;
              state_next =idle;
            end
            else
            begin
              ctrl_next = 0;
              wr_next = 1;
              state_next =idle;
            end
      endcase
    end
  assign ctrl = ctrl_reg;
  assign wr = wr_reg;
endmodule 
module pwm_generator
	#(
		parameter period = 20'd1000000,		 
					 pbit = 20,			 
					 dbit = 20			 
	  )
  (
	input wire clk, reset,
	input wire en,	big_tick,					 
	input wire [dbit-1:0] duty,    
	output wire pwm_out            
   );
	localparam [1:0]
		start = 2'b00,
		idle = 2'b01,
		one  = 2'b10,
		zero = 2'b11;
	reg pwm_next, pwm_reg;
	reg [1:0] state_next, state_reg;
	reg [dbit-1:0] dut_next, dut_reg;
	reg [pbit-1:0] per_next, per_reg;
	always @(posedge clk, posedge reset)
		if (reset)
			begin
				state_reg <= start;
				dut_reg <= 0;
				per_reg <= 0;
				pwm_reg <= 0;
			end
		else
			begin
				state_reg <= state_next;
				dut_reg <= dut_next;
				per_reg <= per_next;
				pwm_reg <= pwm_next;
			end
	always @*
	begin
		state_next = state_reg;
		dut_next = dut_reg;
		per_next = per_reg;
		pwm_next = pwm_reg;
		case (state_reg)
			start:
				if (big_tick)
					state_next = idle;
			idle:
				if (en)
					begin
						state_next = one;
						dut_next = duty;
						per_next = period;
					end
			one:
				begin
					pwm_next = 1'b1;
					if (dut_reg == 0)
						state_next = zero;
					else
						begin
							dut_next = dut_reg - 1;
							per_next = per_reg - 1;
						end
				end
			zero:
				begin
					pwm_next = 1'b0;
					if (per_reg == 0)
						state_next = idle;
					else
						per_next = per_reg - 1;
				end
			default: state_next = idle;
		endcase
	end
	assign pwm_out = pwm_reg;
endmodule
module top_level
  #(
    parameter DVSR = 50,    
              DVSR_BIT = 8,
              DBIT = 1,
              FIFO_W = 2         
  )
  (input wire clk,reset,
   input wire [7:0] d,
   output wire servo, pwm,
	output wire [7:0] leds
  );
reg [19:0] duty;
reg en;
wire tick, big_tick, ctrl, wr, empty ;
wire r_data;
reg led_reg, led_next, rd;
mod_m_counter #(.M(24'd10000000), .N(24)) sample_tick_gen1
  (.clk(clk), .reset(reset), .q(), .max_tick(big_tick));
mod_m_counter #(.M(DVSR), .N(DVSR_BIT)) sample_tick_gen
  (.clk(clk), .reset(reset), .q(), .max_tick(tick));
visualizer visual_unit
  (.clk(clk), .reset(reset), .d(d), .leds(leds));
processing_unit proc_unit 
  (.clk(clk), .reset(reset), .d(d), .sample_tick(tick),
   .wr(wr), .ctrl(ctrl));
fifo #(.B(DBIT), .W(FIFO_W)) fifo_unit
  (.clk(clk), .reset(reset), .w_data(ctrl), .wr(wr), .full(), .rd(rd),
   .empty(empty) , .r_data(r_data));
pwm_generator pwm_gen_unit  
	(.clk(clk), .reset(reset), .en(en), .duty(duty), .pwm_out(pwm), .big_tick(big_tick));
always@(posedge clk, posedge reset)
  if(reset)
    led_reg <= 0;
  else
    led_reg <= led_next;
always@*
  begin
	 duty = 0;
	 en = 0;
    rd = 0;
    led_next = led_reg;
    if(~empty)
      begin
       rd = 1;
		 en = 1;
       led_next = r_data;		 
		 if (led_reg)
			duty = 20'd88000;                
		 else
			duty = 20'd60000;						 
     end
  end
assign servo = led_reg;
endmodule
module visualizer
  (input wire clk,reset,
   input wire [7:0] d,
   output wire [7:0] leds
  );
reg [7:0] s_reg;
always@(posedge clk, posedge reset)
  if (reset)
    s_reg <= 0;
  else
    s_reg <= d;
assign leds[0] = (s_reg >= 8'h1f ) ? 1'b1 : 1'b0;
assign leds[1] = (s_reg >= 8'h3f ) ? 1'b1 : 1'b0;
assign leds[2] = (s_reg >= 8'h5f ) ? 1'b1 : 1'b0;
assign leds[3] = (s_reg >= 8'h7f ) ? 1'b1 : 1'b0;
assign leds[4] = (s_reg >= 8'h9f ) ? 1'b1 : 1'b0;
assign leds[5] = (s_reg >= 8'hbf ) ? 1'b1 : 1'b0;
assign leds[6] = (s_reg >= 8'hdf ) ? 1'b1 : 1'b0;
assign leds[7] = (s_reg >= 8'hff ) ? 1'b1 : 1'b0;
endmodule
==> design/flow/run.sh <==
#!/bin/bash
# OpenROAD 26Q1-2900-gdf79404cd8, Yosys 0.63+post, stock flow scripts
make -C /OpenROAD-flow-scripts/flow DESIGN_CONFIG=/design/flow/config.mk WORK_HOME=/design/flow/orfs finish
==> design/flow/config.mk <==
export PLATFORM = sky130hd
export DESIGN_NAME = top_level
export DESIGN_NICKNAME = top_level
export VERILOG_FILES = /design/flow/design.v
export SDC_FILE = /design/flow/constraint.sdc
export NUM_CORES = 4
export LEC_CHECK = 1
export CORE_UTILIZATION = 40
==> design/flow/constraint.sdc <==
current_design top_level

set clk_period 7.2
set clk_io_pct 0.2

create_clock -name clk0 -period $clk_period [get_ports {clk}]

set non_clock_inputs [all_inputs -no_clocks]
set_input_delay [expr $clk_period * $clk_io_pct] -clock clk0 $non_clock_inputs
set_output_delay [expr $clk_period * $clk_io_pct] -clock clk0 [all_outputs]
==> Changelog: implementation <==
### Implementation results

* Synth Flop Type: dfrtp_1
* Setup slack, reg-to-reg at between 4 and 5 ns
* Clock latency (worst-skew pair) at ~0.4 ns
* Pin count of the biggest net entering global routing at 39
* Global-route wire length before repair at around 20000 um
* Clock Power Share at 54.0%
* Die Width at ~120 um
* Number of global-route vias before repair at about 4300
* Comb pwr share at roughly 1.7%
* Via count at approximately 4500
* Area Growth Syn to Fin at 16.47%
* Max cap viols at 0
* Wl on met1 at roughly 5800 um
* Worst-margin pin slew at a little over 0.8 ns
* Cell area after synthesis at between 0.005 and 0.006 mm^2
* Sw Ratio at 22.19%
* Stage-log warning count at 34
* Seq share, synth at between 40% and 50%
* Initial antenna violation count at 0
* I/O pin cnt at 20
* Post-synth area hogs: dfrtp_1 (46%), ha_1 (3.7%), nor2_1 (3.4%), xnor2_1 (3.3%), nand3_1 (3.3%)
* Reg2reg end: pwm_gen_unit.dut_reg[10]
* # rows at about 43
* CP peak stage delay at 0.48 ns
* Highest routed layer: met4
* Die extent in y at roughly 120 um
* Remaining global-route overflow at 0
* Netlist cell types at 57
* H-tree levels at 4
* Yosys chip area at 0.005806 mm^2
* Routed wl met2 at 5259 um
* TritonRoute pass-1 iters at 5
* Avg WL per Cell at 14.27 um
* Max Slew Vio Count at 0
* Synth warnings at 7
* Max Clock Freq at between 300 and 400 MHz
* Unrepaired setup endpoints after global routing: no
* # clock sinks at around 110
* WL met3 at between 400 and 500 um
* Share of cells above drive strength 1 at approximately 8.7%
* Final hold viol count at 0
* Slew headroom at 45.69%
* Crit Reg-Reg Startpoint: pwm_gen_unit.dut_reg[2]
* Die Area at roughly 0.015 mm^2
* Period minus WS final at 3.184 ns
* Worst slack, placed at ~3.9 ns
* TritonCTS buffer count at 17
* Number of gates resized after cts at 0
* Post-synthesis instance total at just under 600
* Area share, top type at between 40% and 50%
* Design internal power at 1.127 mW
* Mean Syn Cell Area at 9.757 um^2
* Gpl congestion at 0.8272
* Synth area leader: dfrtp_1
* Post-synth EDFFs at 4
* Worst Reg-to-Reg Cells at 5
* CTS Buffer Depth at 2
* Setup crit end kind: output pin
* Post-route ant nets at 0
* Critical path arrival at between 1.5 and 2 ns
* Number of diodes at 0
* Yosys Instances at between 500 and 600
* CP startpoint kind: flip-flop
* Crit path DRT at between 5 and 6 ns
* Post-synthesis register bit count at 113
* Post-placement cell area at 0.006198 mm^2
* VDD IR max at 0.1483 mV
* WS Path Type: reg2out
* Worst Min Path Start: sample_tick_gen.r_reg[7]
* Slowest-stage cell, CP: clkdlybuf4s50_1
* Static leakage at between 2 and 3 nW
* Hpwl dp at roughly 7700 um
* # hold bufs at CTS at 0
* Worst Hold Endpoint: sample_tick_gen.r_reg[7]
* Yosys top cell by instances: dfrtp_1
* Async S/R FF share, synth at a little over nine tenths
* Hold/Removal Path Class: reg2reg
* Largest register FFs at 24
* PwrDens at about 210 mW/mm^2
* Fp_density at roughly 41%
* CP Cell Sequence: nand3_1 -> nor2_1 -> nand2_1 -> a21boi_0 -> clkdlybuf4s50_1
* Total net switching power at around 0.32 mW
* Placeable Area at between 0.01 and 0.015 mm^2
* Post-layout worst setup margin at approximately 4.0 ns
* Fin crit share at between 40 and 50%
* # DRC at 0
* Hold Path Stages at 1
* Postcts setup bufs at 0
* Total track usage at approximately 17%
* CTS tree: built
* Clk_skew at between 0.006 and 0.007 ns
* IO buf count at 19
* DRT iter0 DRCs at ~440
* DR vias/cell at 5.597
* Worst-path maximum fanout at 4
* Setup TNS at 0 ns
* Root Driver: clkbuf_16
* Leading cell types by count after synthesis: dfrtp_1 (106), nor2_1 (53), nand2_1 (43)
* Final setup vio count at 0
* Finished Cell Area at around 0.0068 mm^2
* Drt total wl at around 12000 um
* Clk pin slew, worst setup/hold paths at about 0.06 ns
* Status: complete, no violations
* Total power at 1.448 mW
* Seq pwr share at 44.3%
## worst max-delay path: cells and delay by family, from the launching register on
family | cells | cell delay (ns)
and+or+nand+nor | 3 | 0.32
AOI/OAI and AO/OA | 1 | 0.19
buffers and inverters | 1 | 0.48
DFF | 1 | 0.35
## cell type report
cell class              count  area, um^2
multi-input cells         437        2790
clock buffers              17       425.4
inverters                  23       88.84
fillers                  1209        7281
clock inverters            15       137.6
flip-flops and latches    113        2851
well taps                 180       225.2
repair buffers             26       242.7
## worst max-delay path by stage
stage	from	to	slack [ns]	depth (start not counted)
after CTS	proc_unit.s_reg[3]	leds[5]	3.99	5
after global routing	proc_unit.s_reg[3]	leds[5]	3.86	5
final	proc_unit.s_reg[3]	leds[5]	4.02	5
## logic make-up after synthesis
group	Yosys count	synth area share (%)
adders and majority gates	17	3.664
and+or+nand+nor	267	24.94
DFF	113	49.12
buffers and inverters	45	3.060
muxes	9	1.789
AOI/OAI and AO/OA	107	11.85
xor gates and xnor gates	37	5.582
## cell usage in the layout, fill, tap and decap left out, types with 3 or more instances in the layout
cell type        netlist  layout
nand3_1               38      38
buf_4                  0       7
ha_1                  17      17
clkbuf_16              0      17
nor2b_1                5       5
inv_6                  0       3
and3_1                 8       8
nand2b_1              11      11
nand2_1               43      43
clkinvlp_4             0       5
a31oi_1                8       8
dfstp_2                3       3
nand4b_1               3       3
clkdlybuf4s50_1        0      19
or4_1                 22      22
nor2_1                53      53
edfxtp_1               4       4
o31ai_1               19      19
xnor2_1               22      22
dfrtp_1              106     106
mux2i_1                7       7
clkinv_4               0       4
nand4_1               16      16
o21ai_0               27      27
or3_1                 12      12
and2_1                 6       6
or2_2                  3       3
a21oi_1               23      23
nor4_1                16      15
a22o_1                 4       4
and4_1                 7       7
xor2_1                15      15
nor3_1                15      15
inv_1                 23      22
a21o_1                 4       4
## per-layer routing
layer,GRT usage [%],vias up
li1,-,2244
met1,27.32,2196
met2,26.05,91
met3,3.795,8
met4,2.134,0
met5,0,-
## per-stage QoR
stage,hold WS (ns),util [%],instances
final,0.4811,48.15,811
after global routing,0.4908,48.15,811
after CTS,0.4846,48.15,811
after detailed placement,0.4670,44.14,779
after global placement,0.4684,44.14,779
after floorplan,0.4372,-,595
## power by group through the flow
stage	Clock [mW]	Sequential [mW]	Combinational, mW
finish	0.782	0.642	0.0242
global route	0.833	0.642	0.0278
CTS	0.799	0.642	0.0256
Power and IR drop assume default switching activity.
